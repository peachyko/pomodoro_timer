File: flow/design.v
module timer_control(
    input clk,
    input reset,
    input pause,
    input [1:0] time_sel,       
    output reg [6:0] minutes = 0,
    output reg [6:0] seconds = 0,
    output reg done  
);
    reg [1:0] last_time_sel;   
    reg [31:0] cnt = 0; 
    reg running = 0;
    reg pause_prev = 0;
    localparam TIMER_10_SEC = {7'd0, 7'd10};   
    localparam TIMER_20_MIN = {7'd20, 7'd0};   
    localparam TIMER_25_MIN = {7'd25, 7'd0};   
    localparam TIMER_30_MIN = {7'd30, 7'd0};   
    always @(posedge clk or negedge reset) begin
        if (~reset) begin
            minutes <=0;
            seconds <=0;
            cnt <= 0;
            running <= 0;
            pause_prev <= 0;
            done <= 0;
        end else begin
            if (time_sel != last_time_sel) begin  
                update_countdown(time_sel);
                last_time_sel <= time_sel;   
            end
            pause_prev <= pause;
            if (pause && !pause_prev)  
            running <= ~running; 
            if (running) begin
                cnt <= cnt + 1; 
                if (cnt >= 100000000) begin  
                    cnt <= 0;
                    if (seconds > 0) 
                    seconds <= seconds - 1;  
                    else if (minutes > 0) begin
                        seconds <= 59; 
                        minutes <= minutes - 1;
                    end else begin  
                        running <= 0;  
                        done <= 1; 
                        end                       
                end
                else 
                    done <=0;
            end
        end
    end
    task update_countdown(input [1:0] time_sel); 
        case (time_sel)
            2'b00: {minutes, seconds} <= TIMER_10_SEC;
            2'b01: {minutes, seconds} <= TIMER_20_MIN;
            2'b10: {minutes, seconds} <= TIMER_25_MIN;
            2'b11: {minutes, seconds} <= TIMER_30_MIN;
            default: {minutes, seconds} <= TIMER_20_MIN;
        endcase
    endtask
endmodule
File: flow/run.sh
#!/bin/bash
# OpenROAD 26Q1-2900-gdf79404cd8, Yosys 0.63+post, stock flow scripts
make -C /OpenROAD-flow-scripts/flow DESIGN_CONFIG=/design/flow/config.mk WORK_HOME=/design/flow/orfs finish
File: flow/config.mk
export PLATFORM = sky130hd
export DESIGN_NAME = timer_control
export DESIGN_NICKNAME = timer_control
export VERILOG_FILES = /design/flow/design.v
export SDC_FILE = /design/flow/constraint.sdc
export NUM_CORES = 4
export LEC_CHECK = 1
export CORE_UTILIZATION = 50
File: flow/constraint.sdc
current_design timer_control

set clk_period 3.0
set clk_io_pct 0.2

create_clock -name clk0 -period $clk_period [get_ports {clk}]

set non_clock_inputs [all_inputs -no_clocks]
set_input_delay [expr $clk_period * $clk_io_pct] -clock clk0 $non_clock_inputs
set_output_delay [expr $clk_period * $clk_io_pct] -clock clk0 [all_outputs]
==> results.json <==
{
  "ioPinCount": 20,
  "worstSetupEndpointType": "flip-flop",
  "cts_buffer_depth": 2,
  "ys_cells": 290,
  "core_area_um2": 5240,
  "tritoncts": "built",
  "drive_gt1_frac": 0.0804,
  "synth_cell_types": 52,
  "syn_area_per_cell_um2": 9.61,
  "synth-async-reset-ratio": 0.961,
  "fp_util": 0.532,
  "synth-seq-cells": 51,
  "yosysSeqAreaShare": 0.461,
  "synth_cells": 290,
  "critical_path.max_fanout": 8,
  "cp-start-kind": "flip-flop",
  "wl_per_cell_um": 14.3,
  "routed_wl_um": 5460,
  "enable_flop_cells": 2,
  "worstSetupPathType": "reg2reg",
  "drv_cap": 0,
  "post_cts_buffers": 0,
  "n_antenna_cell": 0,
  "clock_sinks": 51,
  "pre_cts_slack_ps": 484,
  "cts_resized": 0,
  "finalCriticalPeriod_ps": 2540,
  "routabilityCongestion": 0.865,
  "fin_skew_ps": 5.38,
  "drc_errors": 0,
  "htree_levels": 2,
  "cp.required_ps": 3190,
  "dieWidth_um": 76.7,
  "vias": 2104,
  "worst-endpoint-arrival_ps": 2740,
  "p_per_area_nw_per_um2": 472,
  "dominantRegCellSynth": "dfrtp_1",
  "hold_path_class": "in2async",
  "clk_pin_slew_ps": 90,
  "max-slew-margin-rel": 0.585,
  "grt_first_pass_wirelength_um": 9510,
  "grt-ovfl-total": 0,
  "hold_buffers": 0,
  "grt_use_total": 0.209,
  "finalCritPeriodShare": 0.848,
  "syn_to_final_growth_pct": 13.8,
  "port_buffers": 19,
  "warning_count": 29,
  "final_max_slew_viol_count": 0,
  "dpl.hpwl_um": 3740,
  "max_freq_mhz": 393,
  "finalSetupTns_ps": 0,
  "antenna_found_initial": 0,
  "grt_max_degree": 50,
  "synth_chip_area_um2": 2790,
  "antenna_left": 0,
  "ir_drop_v": 0.000263,
  "root_buffer": "clkbuf_8",
  "first_pass_iters": 4,
  "outcome": "finished clean",
  "mappedNetlistArea_um2": 2790,
  "drt_iter0_drc": 89,
  "synth-warning-count": 1,
  "setup_slack_ps": 455,
  "cts_made_buffers": 5,
  "setup_viol": 0,
  "grt_pass1_vias": 1977,
  "fp.dieH_um": 76.7,
  "tightestPinTransition_ps": 623,
  "grt_setup_unrepaired": "false",
  "worstSkewPairLatency_ps": 300,
  "vias_per_cell": 5.52,
  "die-area_um2": 5880,
  "fp-row-count": 26,
  "finalHoldViolations": 0,
  "leakage_nw": 1.47
}
stage by stage:
stage          instance area [um^2]  cells  total power, W  hold WS, ps   util
6_report                       3170    381         0.00150          471  0.606
5_1_grt                        3170    381         0.00159          520  0.606
4_1_cts                        3170    381         0.00152          493  0.606
3_5_place_dp                   3070    373         0.00108          493  0.586
3_3_place_gp                   3070    373         0.00108          493  0.586
2_1_floorplan                  2790    290        0.000982          304      -
worst paths after layout:
kind | start | to | slack (ps) | cells after the start
worst max-delay path | seconds[0]$_DFF_PN0_ | minutes[5]$_DFF_PN0_ | 460 | 7
worst min-delay path | reset | cnt[0]$_DFFE_PN0P_ | 470 | 2
worst max register to register | seconds[0]$_DFF_PN0_ | minutes[5]$_DFF_PN0_ | 460 | 7
worst min register to register | done$_DFFE_PN0P_ | done$_DFFE_PN0P_ | 510 | 2
max in group asynchronous | reset | cnt[31]$_DFFE_PN0P_ | 2110 | 2
min in group clk0 | done$_DFFE_PN0P_ | done$_DFFE_PN0P_ | 510 | 2
per-layer routing:
metal  global-route usage  vias to the layer above  part of all wire
met4               0.0173                        0            0.0051
li1                     -                     1072                 -
met3               0.0496                        2             0.038
met5                    0                        -                 0
met2                0.301                       26              0.43
met1                0.353                     1004              0.52
kinds of logic (layout without fill, tap and decap cells):
| logic type | count (synthesis) | in the layout | share of synthesized area |
|---|---|---|---|
| simple gates | 136 | 136 | 0.268 |
| flops | 51 | 51 | 0.461 |
| compound gates | 48 | 48 | 0.127 |
| xor+xnor | 25 | 25 | 0.0785 |
| buf+inv | 22 | 43 | 0.0319 |
| fa+ha+maj | 5 | 5 | 0.0224 |
| mux | 3 | 3 | 0.0112 |
worst max-delay path, stage by stage, from the launching register on:
cell     delay, ps
dfrtp_1        420
inv_1           90
ha_1           170
or3b_4         400
or4_1          560
nor3b_4        440
nand2_4        120
a31o_1         240
Yosys cell counts, types with 2 or more instances:
library cell	number	area share
clkbuf_1	8	0.011
a21oi_1	9	0.016
a21o_1	2	0.0054
and3_1	13	0.029
or3_1	3	0.0067
nor4_1	5	0.011
nor3_1	6	0.011
o22ai_1	2	0.0045
a2bb2oi_1	2	0.0063
inv_1	9	0.012
nand4_1	11	0.025
nand3_1	8	0.014
xnor2_1	8	0.025
ha_1	5	0.022
and2_1	7	0.016
o21ai_0	6	0.011
nor2b_1	5	0.011
a31oi_1	6	0.013
a22o_1	3	0.0094
mux2i_1	2	0.0072
dfrtp_1	49	0.44
o211a_1	3	0.011
buf_2	5	0.0090
and4_1	2	0.0063
nor2_1	43	0.058
nand2_1	19	0.026
xor2_1	17	0.053
edfxtp_1	2	0.022
nor3b_1	2	0.0054
o211ai_1	6	0.016
layout make-up:
class	count	area, um^2
multi-input combinational	217	1410
inverter	9	33.8
tap	70	87.6
timing repair buffer	26	250
sequential	51	1290
clock inverter	1	6.26
clock buffer	7	96.3
fill	435	2060
flip-flops by register name, indices dropped and copies added (netlist names):
name and cells:
running 1, cnt 32, pause_prev 1, done 1, last_time_sel 2, seconds 7
minutes 7
where the power goes:
group	switching, W	total, W	internal (W)
Clock	0.000223	0.000434	0.000211
Sequential	0.0000567	0.000800	0.000744
Combinational	0.000140	0.000264	0.000124
layout by cell type (no fill, tap or decap), types with 3 or more instances in the layout:
master	n
and3_1	13
a21oi_1	9
nor2b_1	5
buf_4	6
nand2_1	19
nor2_1	43
dfrtp_1	49
xnor2_1	8
and2_1	7
nand4_1	11
o21ai_0	6
or3_1	3
ha_1	5
a22o_1	3
nor4_1	5
clkdlybuf4s50_1	18
nand3_1	8
o211a_1	3
nor3_1	6
inv_1	9
clkbuf_8	7
o211ai_1	6
xor2_1	17
a31oi_1	6
Power figures rest on the tool's default switching activity, not on a simulated workload.
