[flow/design.v]
`timescale 1ns / 1ps
module take_five(
    input clk,
    input reset,
    input start_break,  
    output reg [6:0] minutes = 5,
    output reg [6:0] seconds = 0
);
    reg [31:0] cnt = 0;
    reg running = 0;
    reg bb = 0;
    always @(posedge clk or negedge reset) begin
        if (~reset) begin
            minutes <= 5;
            seconds <= 0;
            cnt <= 0;
            running <= 0;
        end else if (start_break && !running && !bb) begin
            running <= 1;
            minutes <= 5;
            seconds <= 0;
        end else if (running) begin
            cnt <= cnt + 1;
            if (cnt >= 100000000) begin 
                cnt <= 0;
                if (seconds > 0) seconds <= seconds - 1;
                else if (minutes > 0) begin
                    seconds <= 59;
                    minutes <= minutes - 1;
                end else begin
                    running <= 0; 
                    bb <= 0;
                    end
            end
        end
    end
endmodule
[flow/config.mk]
export PLATFORM = sky130hd
export DESIGN_NAME = take_five
export DESIGN_NICKNAME = take_five
export VERILOG_FILES = /design/flow/design.v
export SDC_FILE = /design/flow/constraint.sdc
export NUM_CORES = 4
export LEC_CHECK = 1
export CORE_UTILIZATION = 30
[flow/run.sh]
#!/bin/bash
# OpenROAD 26Q1-2900-gdf79404cd8, Yosys 0.63+post, stock flow scripts
make -C /OpenROAD-flow-scripts/flow DESIGN_CONFIG=/design/flow/config.mk WORK_HOME=/design/flow/orfs finish
[flow/constraint.sdc]
current_design take_five

set clk_period 4.0
set clk_io_pct 0.2

create_clock -name clk0 -period $clk_period [get_ports {clk}]

set non_clock_inputs [all_inputs -no_clocks]
set_input_delay [expr $clk_period * $clk_io_pct] -clock clk0 $non_clock_inputs
set_output_delay [expr $clk_period * $clk_io_pct] -clock clk0 [all_outputs]
==> reports/highlights.md <==
## Die
* Core Util at FP: 31.50%
* full die area: 8651 um2
* core area: 7888 um2
* IO Pins: 17
* horizontal extent of the die: 93.01 um
* number of rows in the core area: 32
* die extent in y: 93.01 um

## Clock network
* H-tree levels: 2
* post-CTS resize count: 0
* clock transition at the registers of the reported paths: 0.08 ns
* Hold-fix buffers, CTS: 0
* clock tree from TritonCTS: built
* latest clock arrival within the worst-skew pair: 0.30 ns
* CTS Buf Count: 5
* post-CTS setup buffer count: 0
* Root Buffer Master: sky130_fd_sc_hd__clkbuf_8
* number of clock sinks: 47
* number of buffers on the longest clock path: 2

## Worst setup path
* Largest delay share family, worst path: AND-OR/OR-AND gates
* CP Cell Sequence: inv_1 -> nor4_1 -> a211o_1 -> buf_4 -> a211oi_1
* kind of start point of the critical path: flip-flop
* endpoint of the worst setup timing path: cnt[14]
* critical path endpoint category: flip-flop
* worst r2r src: running
* worst path required time: 4.16 ns
* Worst Reg2Reg Path Length in Cells: 5
* Max stage delay cell, worst path: sky130_fd_sc_hd__dfrtp_1
* maximum fanout count along the critical path: 25
* peak per-stage delay on the critical path: 0.57 ns
* Data arrival, critical path: 2.45 ns
* Levels on crit path: 5
* launching element of the worst setup path: running
* reg-to-reg setup timing slack: 1.70 ns
* worst path bufs/invs: 2
* Setup CP Type: flip-flop to flip-flop
* worst flop-to-flop path endpoint: cnt[14]

## Global route
* initial antenna violation count: 0
* global route hottest layer: met1
* met2 Track Usage GR: 17.28%
* largest net degree at the start of global routing: 48
* via count of the first global-routing pass: 1738
* GR Layer Usage met3: 2.233%
* met1 Usage GRT: 20.26%
* total congestion overflow: 0
* global-route wire length before repair: 8.383 mm
* Total GRT Usage: 12.16%

## Synth
* post-synth cell types: 42
* Yosys Warn Count: 1
* chip area estimate from yosys synthesis: 2485 um2
* yosys stat cell total: 264
* number of register bits inferred by synthesis: 47
* sequential-to-total area share from yosys stat: 47.43%
* syn_area_per_cell: 9.412 um2
* async set or reset register ratio after synthesis: 100.0%
* top cells by area in the synthesized netlist: sky130_fd_sc_hd__dfrtp_1, sky130_fd_sc_hd__xor2_1, sky130_fd_sc_hd__nor2_1
* count of mapped cells out of synthesis: 264
* share of the synthesized area in the top cell type: 45.32%
* area of the mapped netlist: 2485 um2
* cell type with the largest total area: sky130_fd_sc_hd__dfrtp_1
* flip-flop cell with the highest count after synthesis: sky130_fd_sc_hd__dfrtp_1
* number of enable-type register cells in the synthesized netlist: 0

## Pwr
* total chip power: 0.0009878 W
* highest ir drop seen on vdd: 0.1625 mV
* pwr dens: 346.1 nW/um2
* leakage dissipation: 1.322 nW

## Outcome
* status: complete, no violations

## Routing
* via-per-instance ratio: 5.028
* Residual DRC: 0
* routed vias: 1941
* First DRT Iteration DRCs: 177
* wire per inst: 12.73 um
* antenna-violating nets left: 0
* number of search-and-repair iterations in the first detailed-routing pass: 4
* Routed WL: 4.912 mm
* Antenna Cells: 0

## Final timing
* setup repair after global routing missed its margin: false
* fin crit period: 2.296 ns
* final setup violating endpoints: 0
* final count of pins violating max slew: 0
* Fin Hold WS: 0.5096 ns
* endpoints failing hold: 0
* final setup skew: 0.007272 ns
* maximum clock frequency: 435.6 MHz
* Worst slew margin: 55.67%
* part of the cycle the worst path needs: 57.39%
* Least-Margin Pin Slew: 0.6649 ns
* sum of negative setup slack: 0 ns

## Worst hold path
* hold path startpoint: cnt[31]
* path category of the worst min-delay check: flip-flop to flip-flop
* cell count of the worst hold path: 1

## Layout
* area growth from synthesis to layout: 14.85%
* fraction of layout instances using a drive strength above 1: 7.746%

## Place
* # port buffers: 16
* HPWL Detailed: 3.268 mm
* gp weighted congestion: 0.7863

## Flow run
* stage-log warning count: 28
* # Max-Cap Violations: 0

## report_power, final
| group | leakage (nW) | switching (W) | internal (W) |
|---|---|---|---|
| combinational | 0.664 | 0.0000629 | 0.0000706 |
| clock | 0.0482 | 0.000151 | 0.000140 |
| sequential | 0.609 | 0.0000474 | 0.000517 |
## cell type report
class / instances / area [um2]
fill: 748 / 5034
multi-input combinational: 194 / 1215
sequential: 47 / 1179
timing repair buffer: 20 / 185.2
tap: 102 / 127.6
clock buffer: 7 / 86.33
inverter: 15 / 56.30
clock inverter: 1 / 5.005
## how the worst min path moves through the flow
stage / to / slack, ns
4_1_cts: cnt[31] / 0.51
6_report: cnt[31] / 0.51
5_1_grt: cnt[31] / 0.53
## metal layers
layer | wire length [um] | part of all wire, %
met4 | 74 | 1.5
met5 | 0 | 0
met2 | 2066 | 42
met1 | 2608 | 53
met3 | 162 | 3.3
## cell usage after synthesis, types with 2 or more instances
cell type                  number
sky130_fd_sc_hd__dfrtp_1       45
sky130_fd_sc_hd__nor2_1        33
sky130_fd_sc_hd__nand2_1       22
sky130_fd_sc_hd__nand3_1       18
sky130_fd_sc_hd__inv_1         15
sky130_fd_sc_hd__xor2_1        15
sky130_fd_sc_hd__nor3_1        13
sky130_fd_sc_hd__nand4_1       12
sky130_fd_sc_hd__a21oi_1       11
sky130_fd_sc_hd__a311oi_1       6
sky130_fd_sc_hd__a31oi_1        6
sky130_fd_sc_hd__o21ai_0        6
sky130_fd_sc_hd__xnor2_1        6
sky130_fd_sc_hd__and3_1         5
sky130_fd_sc_hd__ha_1           5
sky130_fd_sc_hd__mux2i_1        5
sky130_fd_sc_hd__buf_2          4
sky130_fd_sc_hd__and2_1         3
sky130_fd_sc_hd__a41oi_1        2
sky130_fd_sc_hd__and4b_1        2
sky130_fd_sc_hd__buf_1          2
sky130_fd_sc_hd__clkbuf_1       2
sky130_fd_sc_hd__dfstp_2        2
sky130_fd_sc_hd__nand2b_1       2
sky130_fd_sc_hd__nand4b_1       2
sky130_fd_sc_hd__nor4_1         2
sky130_fd_sc_hd__o22a_1         2
sky130_fd_sc_hd__o22ai_1        2
## cell usage in the layout, fill, tap and decap left out, types with 11 or more instances in the layout
cell,count
sky130_fd_sc_hd__nand4_1,12
sky130_fd_sc_hd__a21oi_1,11
sky130_fd_sc_hd__nor2_1,33
sky130_fd_sc_hd__xor2_1,15
sky130_fd_sc_hd__nand3_1,18
sky130_fd_sc_hd__clkdlybuf4s50_1,15
sky130_fd_sc_hd__nor3_1,13
sky130_fd_sc_hd__inv_1,15
sky130_fd_sc_hd__dfrtp_1,45
sky130_fd_sc_hd__nand2_1,22
## stage by stage
| stage | util, % | area (um2) | worst slack [ns] | std cells |
|---|---|---|---|---|
| after CTS | 36.18 | 2854 | 1.707 | 386 |
| after global routing | 36.18 | 2854 | 1.476 | 386 |
| final | 36.18 | 2854 | 1.704 | 386 |
| after global placement | 35.03 | 2763 | 1.741 | 378 |
| after detailed placement | 35.03 | 2763 | 1.695 | 378 |
| after floorplan | - | 2485 | 2.318 | 264 |
## state kept, by name, summed over array words and instances, names as in the netlist
| signal | flops |
|---|---|
| cnt | 32 |
| minutes | 7 |
| running | 1 |
| seconds | 7 |
## kinds of logic (layout without fill, tap and decap cells)
| logic type | count (synthesis) | count (layout) | share of synthesized area, % |
|---|---|---|---|
| AND/OR/NAND/NOR | 125 | 125 | 26.74 |
| flip-flops | 47 | 47 | 47.43 |
| AND-OR/OR-AND | 38 | 38 | 10.22 |
| buffers and inverters | 23 | 43 | 3.676 |
| XOR/XNOR | 21 | 21 | 7.402 |
| adder cells (fa/ha/maj) | 5 | 5 | 2.518 |
| multiplexers | 5 | 5 | 2.014 |
Power figures rest on the tool's default switching activity, not on a simulated workload.
